==> flow/config.mk <==
export PLATFORM = sky130hd
export DESIGN_NAME = contador
export DESIGN_NICKNAME = contador
export VERILOG_FILES = /design/flow/design.v
export SDC_FILE = /design/flow/constraint.sdc
export NUM_CORES = 4
export LEC_CHECK = 1
export CORE_UTILIZATION = 30
==> flow/constraint.sdc <==
current_design contador

set clk_period 4.3
set clk_io_pct 0.2

create_clock -name clk0 -period $clk_period [get_ports {clk}]

set non_clock_inputs [all_inputs -no_clocks]
set_input_delay [expr $clk_period * $clk_io_pct] -clock clk0 $non_clock_inputs
set_output_delay [expr $clk_period * $clk_io_pct] -clock clk0 [all_outputs]
==> flow/design.v <==
module contador (
    input clk,
	 input reset,
	 input contando,
	 output reg limite,  
    output reg [9:0] cont_seg,  
    output reg [3:0] cont_dec  
);
reg [31:0] cont_clk = 0;  
parameter segundo = 50000000;  
parameter decimo = segundo / 10;
initial begin 
    cont_seg = 10'd0;
    cont_dec = 4'd0;
	 limite = 1'b0;
end
always @(posedge clk or negedge reset) begin
    if (!reset) begin
        cont_clk <= 32'd0;
        cont_seg <= 10'd0;
        cont_dec <= 4'd0;
    end else begin 
        if (contando) begin
				limite = 0;
            cont_clk <= cont_clk + 1;
            if (cont_clk == decimo) begin
                cont_clk <= 1;
                if (cont_dec < 4'd9) begin  
                    cont_dec <= cont_dec + 1;  
                end else begin 
                    cont_dec <= 4'd0;  
                    if (cont_seg < 10'd999) begin  
                        cont_seg <= cont_seg + 111;  
                    end else begin
                        cont_seg <= 10'd0;  
								limite = 1;
						  end
                end
            end
        end
    end
end
endmodule
==> flow/run.sh <==
#!/bin/bash
# OpenROAD 26Q1-2900-gdf79404cd8, Yosys 0.63+post, stock flow scripts
make -C /OpenROAD-flow-scripts/flow DESIGN_CONFIG=/design/flow/config.mk WORK_HOME=/design/flow/orfs finish
==> results.cfg <==
; synthesis and place-and-route metrics
[die]
die_height_um = 92.4
design.die.area_um2 = 8540
floorplan.initialDensity_pct = 31.4
floorplan.rows = 32
top_level_ports = 18
die_w_um = 92.4
core_um2 = 7810

[clock_tree]
htree_num_levels = 2
cts.clk_slew.worst_paths_ps = 90
max-clock-path-buffers = 2
cts_tree = yes
post_cts_buffers = 0
cts_root_buffer = sky130_fd_sc_hd__clkbuf_8
tritoncts_num_sinks = 47
cts_repair_resize_count = 0
clk-insertion-delay-late_ps = 300
holdBufCountCts = 0
cts-buffers-inserted = 5

[critical_path]
r2r_start = cont_clk[25]$_DFFE_PN0P_
crit_arrival_ps = 2930
critical_path.startpoint = contando
category_of_the_most_critical_setup_path = in -> reg
regToRegEndpoint = cont_seg[0]$_DFFE_PN0P_
r2r.worst_path.cells = 5
worstPathMaxFanout = 8
critical_path.endpoint = cont_clk[16]$_DFFE_PN0P_
worstPathRequired_ps = 4520
cp-end-kind = flop
startpoint_type = primary input
timing.reg2reg.setup_slack_ps = 2100

[power]
post-layout-total-power_uw = 895
power_frac_comb_pct = 6.4
worst_ir_drop_vdd_v = 0.000130
sequentialPowerShare_pct = 55.9
clock_power_share_pct = 37.7
netSwitchingFraction_pct = 23.8
cellLeakagePower_uw = 0.00121
power_per_cell_area_nw_per_um2 = 314
p_switching_uw = 213
cell_internal_pwr_uw = 682

[detailed_routing]
wl_per_cell_um = 12.9
finalWirelength_um = 4780
vias_per_cell = 4.83
initialDrtViolationCount = 91
final_antenna_net_count = 0
drt_first_pass_iters = 4
antennaDiodeCount = 0
drc = 0
route.vias.total = 1788

[grt]
vias_in_the_first_global_route = 1772
grt_start_max_net_pins = 48
track_usage_pct = 12.5
wire_length_of_the_first_global_routing_pass_um = 8500
grt.overflow.total = 0
grt_antenna_before_repair = 0

[sta]
final_ws_setup_ps = 1590
min_period_over_period_pct = 62.9
rsz0062_at_grt = no
finalHoldViolCount = 0
clock_skew_ps = 10.0
timing.setup.tns_ps = 0
final.min_clock_period_ps = 2710
timing_max_transition_violations_final = 0
fmaxAchievable_mhz = 370
worst_pin_slew_ps = 872
number_of_failing_setup_endpoints_in_the_final_timing_report = 0
slew_headroom_pct = 41.4

[synthesis]
yosys.stat.seqShare_pct = 48.1
dominantRegCellSynth = sky130_fd_sc_hd__dfrtp_1
yosys-stat-area_um2 = 2450
async_reset_ff_share_pct = 97.9
number_of_flops_mapped_to_enable_cells_by_yosys = 1
synth_stat.cells = 245
ys_seq_elements = 47
ys_types = 47
netlist_instances = 245
post_synth_instance_area_um2 = 2450
synthesis.yosys.warnings = 1
mean_area_per_synthesized_cell_um2 = 10.0

[place]
place_congestion = 0.838
placedInstanceArea_um2 = 2740
portBuffers = 17
post-place-ws_ps = 1300
post-dp-hpwl_um = 3380

[layout]
final_cell_area_um2 = 2850
syn2layout_area_growth_pct = 16.3
post_route_cells_drive_above_1_share_pct = 9.33

[worst_hold_path]
min_delay_src = cont_clk[23]$_DFFE_PN0P_
worstHoldPathCells = 1
hold_class = reg -> reg

[run]
log.warning_count = 28
drv.max_cap_violation_count = 0

[outcome]
outcome = complete, no violations
==> flip-flops by register name (all words and copies together) (netlist names) <==
register  flops
cont_clk     32
cont_seg     10
cont_dec      4
limite        1
==> worst max-delay path, stage by stage <==
cell and delay [ps]:
sky130_fd_sc_hd__clkdlybuf4s50_1 620, sky130_fd_sc_hd__nand4_2 200, sky130_fd_sc_hd__or4_1 710, sky130_fd_sc_hd__or2_1 300, sky130_fd_sc_hd__nor2_1 120, sky130_fd_sc_hd__xnor2_1 120
==> cell usage in the layout, fill, tap and decap left out, types with 2 or more instances in the layout <==
| cell type | instances |
|---|---|
| sky130_fd_sc_hd__nand2_1 | 19 |
| sky130_fd_sc_hd__nor2b_1 | 3 |
| sky130_fd_sc_hd__xnor2_1 | 22 |
| sky130_fd_sc_hd__dfrtp_1 | 46 |
| sky130_fd_sc_hd__nor2_1 | 27 |
| sky130_fd_sc_hd__a211oi_1 | 2 |
| sky130_fd_sc_hd__and4bb_2 | 2 |
| sky130_fd_sc_hd__a21oi_1 | 2 |
| sky130_fd_sc_hd__clkdlybuf4s50_1 | 16 |
| sky130_fd_sc_hd__or2_2 | 3 |
| sky130_fd_sc_hd__and3_2 | 2 |
| sky130_fd_sc_hd__and4_1 | 4 |
| sky130_fd_sc_hd__ha_1 | 6 |
| sky130_fd_sc_hd__inv_1 | 13 |
| sky130_fd_sc_hd__o31ai_1 | 2 |
| sky130_fd_sc_hd__nand4_1 | 12 |
| sky130_fd_sc_hd__buf_4 | 2 |
| sky130_fd_sc_hd__clkbuf_8 | 6 |
| sky130_fd_sc_hd__xor2_1 | 9 |
| sky130_fd_sc_hd__o21ai_0 | 14 |
| sky130_fd_sc_hd__or3_1 | 4 |
| sky130_fd_sc_hd__or4_1 | 2 |
| sky130_fd_sc_hd__nor4b_1 | 3 |
| sky130_fd_sc_hd__nor4_1 | 3 |
| sky130_fd_sc_hd__nor3_1 | 6 |
| sky130_fd_sc_hd__nand3_1 | 13 |
==> synth_stat cells, types with 2 or more instances <==
cell type	n	area share [%]
sky130_fd_sc_hd__nor2b_1	3	0.76
sky130_fd_sc_hd__nand4_1	12	3.1
sky130_fd_sc_hd__a21oi_1	2	0.41
sky130_fd_sc_hd__o31ai_1	2	0.61
sky130_fd_sc_hd__and4bb_2	2	1.0
sky130_fd_sc_hd__or2_2	3	0.76
sky130_fd_sc_hd__or3_1	4	1.0
sky130_fd_sc_hd__or4_1	2	0.61
sky130_fd_sc_hd__and3_2	2	0.61
sky130_fd_sc_hd__buf_2	3	0.61
sky130_fd_sc_hd__ha_1	6	3.1
sky130_fd_sc_hd__dfrtp_1	46	47
sky130_fd_sc_hd__o21ai_0	14	2.9
sky130_fd_sc_hd__nand3_1	13	2.7
sky130_fd_sc_hd__nor4b_1	3	1.1
sky130_fd_sc_hd__nor3_1	6	1.2
sky130_fd_sc_hd__xor2_1	9	3.2
sky130_fd_sc_hd__inv_1	13	2.0
sky130_fd_sc_hd__and4_1	4	1.4
sky130_fd_sc_hd__nor4_1	3	0.76
sky130_fd_sc_hd__a211oi_1	2	0.61
sky130_fd_sc_hd__xnor2_1	22	7.9
sky130_fd_sc_hd__nand2_1	19	2.9
sky130_fd_sc_hd__nor2_1	27	4.1
==> worst min path at each step <==
stage,endpoint
after CTS,cont_clk[23]$_DFFE_PN0P_
after global routing,cont_clk[23]$_DFFE_PN0P_
final,cont_clk[23]$_DFFE_PN0P_
==> cell families (layout without fill, tap and decap cells) <==
logic type	count (synthesis)	in the layout	synth area share (%)
fa+ha+maj	6	6	3.06
simple gates	115	115	27.0
compound gates	29	29	7.70
buf+inv	17	40	3.06
flops	47	47	48.1
xor+xnor	31	31	11.1
==> power groups by stage <==
stage	sequential, µW	combinational (µW)	clock, µW
CTS	501	58.5	348
global route	505	68.1	361
finish	500	57.4	337
==> metal layers <==
metal  up-vias  routed length, µm  track usage [%]
met3         2                142             2.09
met5         -                  0                0
met1       855               2390             19.6
met4         0                 29             1.17
li1        906                  -                -
met2        25               2220             19.5
==> metrics by stage <==
| step | cells | hold slack (ps) | utilization [%] |
|---|---|---|---|
| finish | 370 | 490 | 36.5 |
| global route | 370 | 518 | 36.5 |
| CTS | 370 | 498 | 36.5 |
| detailed placement | 362 | 484 | 35.0 |
| global placement | 362 | 475 | 35.0 |
| floorplan | 245 | 443 | - |
==> layout make-up <==
| type | instances | area (µm²) |
|---|---|---|
| well taps | 102 | 128 |
| flip-flops and latches | 47 | 1180 |
| inverters | 13 | 48.8 |
| repair buffers | 19 | 180 |
| multi-input cells | 181 | 1200 |
| fillers | 770 | 4950 |
| clock buffers | 6 | 82.6 |
| clock inverters | 2 | 35.0 |
Power figures rest on the tool's default switching activity, not on a simulated workload.
